==> ./design.v <==
module register(    input clk,
    input resetn,    input pkt_valid,
    input [7:0] data_in,    input fifo_full,
    input rst_int_reg,    input detect_add,
    input ld_state,    input laf_state,
    input full_state,    input lfd_state,
    output reg parity_done,    output reg low_pkt_valid,
    output reg error,    output reg [7:0] dout
    );  
  reg[7:0] header;  reg[7:0] fifofullreg;
  reg[7:0] internal_parity=8'h00;  reg[7:0] packet_parity=8'h00;
      always@(posedge clk)
  begin  if(!resetn)
  dout=8'b0;  else if(detect_add&&lfd_state)
  dout=header;  else if(ld_state&&!fifo_full)
  dout=data_in;  else if(laf_state)
  dout=fifofullreg;  end
    always@(posedge clk)
  begin  if(!resetn)
  {header,fifofullreg}=16'd0;  else if(detect_add && pkt_valid)
  header=data_in;  else if(ld_state&&fifo_full)
  fifofullreg=data_in;  end
  always@(posedge clk)  begin
  if(!resetn)  internal_parity=0;
  else if(pkt_valid&&lfd_state)   internal_parity=0^ header;
   else if(pkt_valid&&ld_state&&!fifo_full)   internal_parity=internal_parity^data_in;
  end
    always@(posedge clk)    begin
    if(!resetn)  packet_parity=0;  
   else if(ld_state&&!pkt_valid)  packet_parity=data_in;
  end 
  always@(posedge clk)  begin
  if(!resetn)  low_pkt_valid=0;
  else if(rst_int_reg)  low_pkt_valid=0;
  else if(ld_state&&!pkt_valid)  low_pkt_valid=1;
  else  low_pkt_valid=low_pkt_valid;
  end  
   always @(*)      begin
         if(~resetn||detect_add)         parity_done=0;
         else if(ld_state && !fifo_full && !pkt_valid)         parity_done=1'b1;  
         else if(laf_state && low_pkt_valid)         begin
         if(!parity_done)         parity_done=1'b1;
     end   end
    always@(*)
  begin  if(!resetn)
  error=0;  else if(parity_done)
  begin  if(internal_parity==packet_parity)
  error=0;  else
  error=1;  end
  end
endmodule
==> ./run.sh <==
#!/bin/bash
# OpenROAD 26Q1-2900-gdf79404cd8, Yosys 0.63+post, stock flow scripts
make -C /OpenROAD-flow-scripts/flow DESIGN_CONFIG=/design/flow/config.mk WORK_HOME=/design/flow/orfs finish
==> ./config.mk <==
export PLATFORM = sky130hd
export DESIGN_NAME = register
export DESIGN_NICKNAME = register
export VERILOG_FILES = /design/flow/design.v
export SDC_FILE = /design/flow/constraint.sdc
export NUM_CORES = 4
export LEC_CHECK = 1
export CORE_UTILIZATION = 30
==> ./constraint.sdc <==
current_design register

set clk_period 2.9
set clk_io_pct 0.2

create_clock -name clk0 -period $clk_period [get_ports {clk}]

set non_clock_inputs [all_inputs -no_clocks]
set_input_delay [expr $clk_period * $clk_io_pct] -clock clk0 $non_clock_inputs
set_output_delay [expr $clk_period * $clk_io_pct] -clock clk0 [all_outputs]
==> results.cfg <==
; flow metrics
[status]
outcome = finished clean

[global_route]
overflow = 0
grt_pass1_vias = 1518
grtUsageTotal = 0.138
antenna_found_initial = 0
grt_pass1_wl_mm = 7.69
grt_max_degree = 22

[power]
p_switching_w = 0.000323
pwr-share-clk = 0.407
powerDensity_mw_per_mm2 = 538
swShare = 0.238
p_int_w = 0.00103
total_power_w = 0.00136
seq_power_share = 0.452
p_comb_frac = 0.141
p_leak_nw = 1.01
ir_drop_v = 0.000225

[critical_path]
end_kind = register
crit_cells = 5
crit_family = AND-OR/OR-AND gates
cpPeakStageDelay_ps = 650
worstPathCellList = clkdlybuf4s50_1 > and2_1 > o31ai_4 > a211oi_1 > a21o_1
r2r_slack_ps = 2040
crit_required_ps = 3100
path_class = in -> reg
rr_worst_depth = 3
critPathBufInv = 1
slowest_stage = clkdlybuf4s50_1
critPathArrivalTime_ps = 2260
cp_max_fo = 12
cp-start-kind = input port

[cells_and_area]
layout-drive-gt1-share = 0.0778
fillers = 654
area_growth_pct = 23.0
final-comb-area_mm2 = 0.00113
seq_area_um2 = 851

[synthesis]
synthesis.instances = 230
synth.most_common_cell = dfxtp_1
syn_area_mm2 = 0.00205
ys.flops = 43
ys_cells = 230
top_cells_by_count = 41 x dfxtp_1, 36 x nand2_1, 25 x a21boi_1
area_leaders = dfxtp_1 40%, a21boi_1 9.1%, mux2i_1 7.8%
synth-edff-count = 0
yosys_area_mm2 = 0.00205
yosys.area.top_type_share = 0.400
ys_warn_count = 2
async_flop_share = 0
avgSynthCellArea_um2 = 8.92
flop_cell = dfxtp_1
synth.distinct_cells = 30
yosysTopAreaCell = dfxtp_1

[floorplanning]
io_pins = 29
coreArea_mm2 = 0.00646
row_count = 29
die-area_mm2 = 0.00717
fp_util = 0.318
die_h_um = 84.7
die-width_um = 84.7

[timing]
maxSlewViolCount = 0
max_slew_margin = 0.491
hold_viol = 0
untimed_endpoints = 4
rsz0062_at_grt = no
setup_violations = 0
finalSetupTns_ps = 0
period_used_share = 0.709
skew_ps = 11.3
period_minus_slack_ps = 2060
worst_slack_ps = 843
clock.fmax_mhz = 486
unclocked_pins = 2
tightest_slew_ps = 761

[placement]
gp_congestion = 0.758
dp_slack_ps = 536
dp.final_hpwl_mm = 3.21
io_buffers = 27

[clock_tree]
clock_latency_ps = 300
root_buffer = clkbuf_8
post_cts_buffers = 0
htreeDepth = 2
postCtsHoldBufs = 0
cts_resized = 0
cts.path.max_buffers = 2
path_clk_slew_ps = 80
numCtsBuffers = 5
cts_tree = yes

[drt]
drc = 0
dr.pass1.iters = 10
ant_nets = 0
wl_per_cell_um = 14.0
via_count = 1688
antenna_cells = 0
drtIter0Drc = 66
avgViaCountPerCell = 5.05
routed_wl_mm = 4.67

[worst_hold_path]
whs_path_depth = 1
min_path_type = reg -> reg

[job]
maxCapViolCount = 0
warnings = 26
[sequential cells by signal (all words and copies together) (netlist names)]
register,count
dout,8
fifofullreg,8
header,8
internal_parity,8
packet_parity,8
error,1
low_pkt_valid,1
parity_done,1
[logic make-up after synthesis]
logic type / after synthesis / share of synthesized area
AND-OR/OR-AND: 61 / 0.221
XOR/XNOR: 8 / 0.0341
buffers and inverters: 14 / 0.0341
flip-flops: 41 / 0.400
latches: 2 / 0.0146
multiplexers: 16 / 0.0780
AND/OR/NAND/NOR: 88 / 0.218
[final cells by class]
class | instances | share of cell area
Clock buffer | 5 | 0.0273
Sequential cell | 43 | 0.337
Multi-Input combinational cell | 173 | 0.448
Clock inverter | 3 | 0.0258
Timing Repair Buffer | 32 | 0.122
Tap cell | 77 | 0.0382
Inverter | 1 | 0.00149
[worst paths after layout]
kind,startpoint,to
hold / removal,dout[2],dout[2]
setup reg to reg,internal_parity[1],internal_parity[1]
setup / recovery,detect_add,dout[2]
hold reg to reg,dout[2],dout[2]
[metrics by stage]
| step | instances | hold slack (ps) | cell area [um^2] | utilization |
|---|---|---|---|---|
| 3_3_place_gp | 326 | 433 | 2390 | 0.370 |
| 6_report | 334 | 454 | 2520 | 0.391 |
| 4_1_cts | 334 | 462 | 2520 | 0.391 |
| 5_1_grt | 334 | 475 | 2520 | 0.391 |
| 3_5_place_dp | 326 | 441 | 2390 | 0.370 |
| 2_1_floorplan | 230 | 403 | 2050 | - |
[routing by layer]
metal	vias up	GRT usage	routed length, um
met1	798	0.221	2440
li1	854	-	-
met4	0	0.0185	55
met3	6	0.0289	149
met2	30	0.199	2030
met5	-	0	0
[placed cells by master (no fill, tap or decap), types with 2 or more instances in the layout]
master,synthesis,final
a21boi_1,25,25
clkbuf_8,0,5
nand3b_1,8,8
nor2_1,16,16
and2_1,2,2
buf_4,1,5
dlxtn_1,2,2
nand3_1,8,8
a211oi_1,8,8
nor2b_1,11,11
dfxtp_1,41,41
bufinv_16,0,2
nor4_1,2,2
o21ai_1,7,7
nand2_1,36,36
mux2i_1,16,16
xor2_1,8,8
clkdlybuf4s50_1,0,27
a21o_1,16,16
[power groups by stage]
stage                 Clock [W]  Sequential (W)  Combinational [W]
after CTS              0.000557        0.000613           0.000193
after global routing   0.000586        0.000617           0.000211
final                  0.000553        0.000613           0.000192
Power figures rest on the tool's default switching activity, not on a simulated workload.
