[./config.mk]
export PLATFORM = sky130hd
export DESIGN_NAME = synchronizer
export DESIGN_NICKNAME = synchronizer
export VERILOG_FILES = /design/flow/design.v
export SDC_FILE = /design/flow/constraint.sdc
export NUM_CORES = 4
export LEC_CHECK = 1
export CORE_AREA = 10 10 99 99
export DIE_AREA = 0 0 109 109
[./constraint.sdc]
current_design synchronizer

set clk_period 2.4
set clk_io_pct 0.2

create_clock -name clk0 -period $clk_period [get_ports {clk}]

set non_clock_inputs [all_inputs -no_clocks]
set_input_delay [expr $clk_period * $clk_io_pct] -clock clk0 $non_clock_inputs
set_output_delay [expr $clk_period * $clk_io_pct] -clock clk0 [all_outputs]
[./design.v]
module synchronizer(    input detect_add,
    input [1:0] data_in,    input write_enb_reg,
    input clk,    input resetn,
    input read_enb_0,    input read_enb_1,
    input read_enb_2,    input full_0,
    input full_1,    input full_2,
    input empty_0,    input empty_1,
    input empty_2,    output valid_out_0,
    output valid_out_1,
    output valid_out_2,    output reg soft_reset_0,
    output reg soft_reset_1,    output reg soft_reset_2,
    output reg fifo_full,    output reg [2:0] write_enb
    );  
  reg [4:0] count_0;  reg [4:0] count_1;
  reg [4:0] count_2;  
  assign valid_out_0=~empty_0;  assign valid_out_1=~empty_1;
  assign valid_out_2=~empty_2;  
  always@(posedge clk)  begin
  if(!resetn)  begin
  soft_reset_0<=0;    soft_reset_1<=0;
    soft_reset_2<=0;  fifo_full<=0;
  write_enb<=0;  {count_0,count_1,count_2}=0;
  end  if(detect_add)
  begin    case(data_in)
  2'b00:fifo_full<=full_0;    2'b01:fifo_full<=full_1;
  2'b10:fifo_full<=full_2;  default:fifo_full<=0; 
  endcase  end
  if(write_enb_reg && detect_add)  begin
     case(data_in)   2'b00:write_enb<=001;  
   2'b01:write_enb<=010;     2'b10:write_enb<=100;  
   default:write_enb<=000;    endcase
  end  case(data_in)
  2'b00:if(valid_out_0)        begin
    count_0=count_0+1;    if(read_enb_0)
    count_0=0;    else if(count_0==5'd30)
    soft_reset_0<=1;    end
   2'b01:if(valid_out_1)        begin
    count_1=count_1+1;    if(read_enb_1)
    count_1=0;    else if(count_1==5'd30)
    soft_reset_1<=1;    end
   2'b10:if(valid_out_2)        begin
    count_2=count_2+1;    if(read_enb_2)
    count_2=0;    else if(count_2==5'd30)
    soft_reset_2<=1;    end
    default:begin          if(valid_out_0) soft_reset_0<=0;
      else if(valid_out_1) soft_reset_1<=0;      else if(valid_out_2) soft_reset_2<=0;
      end  endcase
  end endmodule
[./run.sh]
#!/bin/bash
# OpenROAD 26Q1-2900-gdf79404cd8, Yosys 0.63+post, stock flow scripts
make -C /OpenROAD-flow-scripts/flow DESIGN_CONFIG=/design/flow/config.mk WORK_HOME=/design/flow/orfs finish
==> impl_metrics.csv <==
group,metric,value,unit
final_timing,finalHoldViolations,0,
worst_setup_path,critPathMaxFanout,4,
cts,root_buffer,"clkbuf_8",
run,maxCapViolations,0,
worst_setup_path,crit_chain,"clkdlybuf4s50_1, nand2_1, inv_1, ha_1, nand3_1, xor2_1, or4b_4, o31ai_2",
placement,dpl_worst_slack,42.4,ps
layout,mostFrequentLayoutCell,"clkdlybuf4s50_1",
cts,cts_tree,"done",
floorplanning,io_pins,25,
cts,path_clk_slew,80,ps
cts,postCtsSetupBuffers,0,
placement,dp_hpwl,2270,um
final_timing,rsz0062_at_grt,"no",
final_timing,fin_skew,2.76,ps
synth,synth_cell_type_count,33,
cts,cts_sinks,22,
power,p_total,0.784,mW
placement,place_area,1620,sq um
min_path,hold_path_class,"reg -> reg",
placement,gp_congestion,0.833,
worst_setup_path,worst-path-buf-inv,2,
final_timing,max_freq,485,MHz
outcome,status,"completed",
worst_setup_path,start_kind,"input pin",
global_route,antenna_found_initial,0,
worst_setup_path,crit_slowest_cell,"clkdlybuf4s50_1",
layout,fin_util,21.8,%
routing,dr.pass1.iters,4,
cts,ctsResizeCount,0,
final_timing,setup-violations-final,0,
cts,clk_path_buf_depth,2,
routing,final_antenna_net_count,0,
floorplanning,die_area,11900,sq um
synth,netlist_instances,138,
routing,drt_wl_total,2830,um
final_timing,relSlewSlack,74.4,%
final_timing,holdWs,484,ps
synth,netlist_area,1210,sq um
routing,antenna-diode-count,0,
run,openroad.warnings,31,
layout,fin_area,1690,sq um
worst_setup_path,worstPathArrival,2250,ps
worst_setup_path,crit_path_end_kind,"register",
worst_setup_path,crit_required,2590,ps
routing,dr_total_vias,994,
cts,numCtsBuffers,3,
final_timing,slew_viol_final,0,
power,p_per_area,465,nW/um^2
worst_setup_path,critPathLaunch,"resetn",
power,ir_worst_vdd,190,uV
synth,yosysCellCount,138,
cts,worstSkewPairLatency,260,ps
layout,layout-drive-gt1-share,8.24,%
worst_setup_path,path_class,"in -> reg",
layout,layout.cells.non_filler,272,
global_route,grt_pass1_wl,4660,um
floorplanning,placementRows,32,
synth,yosys_warnings,1,
global_route,grt_max_degree,18,
layout,fillers,832,
synth,synth_flops,22,
cts,holdBufCountCts,0,
routing,drc,0,
final_timing,timing.final.crit_period,2060,ps
final_timing,tightest_slew,379,ps
placement,io_buffers,24,
routing,detail_route.iter0.violations,38,
floorplanning,die_h,109,um
synth,yosys_area,1210,sq um
floorplanning,initial_core_util,15.7,%
worst_setup_path,crit_family,"simple AND/OR/NAND/NOR gates",
final_timing,setup_tns,0,ps
global_route,overflow,0,
routing,viasPerCell,3.65,
floorplanning,core,7730,sq um
synth,yosysSeqAreaShare,39.6,%
worst_setup_path,max_stage_delay,520,ps
power,p_leak,0.671,nW
worst_setup_path,r2r_start,"count_1[0]",
cts,h-tree-depth,1,
floorplanning,die_w,109,um
final_timing,fin_ws,337,ps
min_path,hold_start,"count_0[4]",
layout,area_delta_synth_final,39.1,%
global_route,first_global_vias,959,
routing,wl_per_cell,10.4,um
final_timing,fin_crit_sh,86.0,%
layout,mostFrequentLayoutCells,"24 x clkdlybuf4s50_1, 22 x nand2_1, 18 x dfxtp_1",
global_route,grt_usage,4.81,%
placement,placedCellCount,268,
synth,avgSynthCellArea,8.79,sq um
## cell usage after synthesis
| master | instances | share of area [%] |
|---|---|---|
| edfxtp_1 | 4 | 9.9 |
| o21ai_0 | 11 | 4.5 |
| nor2_1 | 5 | 1.5 |
| mux2i_1 | 1 | 0.82 |
| nand3_1 | 12 | 4.9 |
| nand2b_1 | 5 | 2.6 |
| o311ai_0 | 1 | 0.72 |
| o41a_1 | 1 | 0.93 |
| nand4b_1 | 1 | 0.72 |
| o22ai_1 | 2 | 1.0 |
| o31ai_1 | 1 | 0.62 |
| o31ai_2 | 1 | 1.0 |
| buf_1 | 2 | 0.62 |
| nor3b_1 | 1 | 0.62 |
| a222oi_1 | 1 | 0.82 |
| and2b_1 | 2 | 1.2 |
| nor2b_1 | 2 | 1.0 |
| ha_1 | 10 | 10 |
| nand3b_1 | 4 | 2.5 |
| inv_1 | 10 | 3.1 |
| buf_2 | 1 | 0.41 |
| o41ai_1 | 1 | 0.72 |
| and3_1 | 3 | 1.5 |
| xor2_1 | 2 | 1.4 |
| a21o_1 | 1 | 0.62 |
| nand2_1 | 22 | 6.8 |
| and2_1 | 2 | 1.0 |
| nand3_2 | 1 | 0.82 |
| dfxtp_1 | 18 | 30 |
| or4b_4 | 1 | 1.1 |
| nand4_1 | 1 | 0.52 |
| xnor2_1 | 7 | 5.1 |
| o211ai_1 | 1 | 0.62 |
## tightest hold or removal path, stage by stage (launching register included)
cell and delay, ps:
dfxtp_1 320, nand2_1 60, o21ai_0 60
## power breakdown
part | total [mW] | leakage (nW) | switching, mW | internal, mW
logic | 0.0941 | 0.450 | 0.0399 | 0.0542
clock network | 0.303 | 0.0339 | 0.122 | 0.181
registers | 0.387 | 0.187 | 0.00274 | 0.384
## worst paths after layout
kind                                endpoint  depth (start not counted)  slack (ps)
worst min-delay path              count_0[4]                          2         480
worst min register to register    count_0[4]                          2         480
worst max-delay path            soft_reset_1                          8         340
worst max register to register  soft_reset_1                          7         750
## final cells by class
| cell class | instances | area [sq um] | share of cell area, % |
|---|---|---|---|
| Tap cell | 102 | 128 | 7.56 |
| Clock buffer | 4 | 66.3 | 3.93 |
| Multi-Input combinational cell | 103 | 683 | 40.5 |
| Timing Repair Buffer | 31 | 293 | 17.3 |
| Sequential cell | 22 | 480 | 28.5 |
| Inverter | 10 | 37.5 | 2.22 |
## cells by family (layout without fill, tap and decap cells)
logic type	Yosys count	count (layout)	synth area share [%]
muxes	1	1	0.825
and+or+nand+nor	62	62	27.0
buffers and inverters	13	45	4.12
adders and majority gates	10	10	10.3
AOI/OAI and AO/OA	21	21	11.6
xor gates and xnor gates	9	9	6.50
DFF	22	22	39.6
## metal layers
layer / vias up / part of all wire (%) / GRT usage (%)
li1: 541 / - / -
met1: 427 / 53 / 7.00
met2: 24 / 39 / 7.11
met3: 2 / 7.3 / 1.49
met4: 0 / 0.42 / 0.377
met5: - / 0 / 0
Power figures rest on the tool's default switching activity, not on a simulated workload.
