**/design/flow/run.sh**
```bash
#!/bin/bash
# OpenROAD 26Q1-2900-gdf79404cd8, Yosys 0.63+post, stock flow scripts
make -C /OpenROAD-flow-scripts/flow DESIGN_CONFIG=/design/flow/config.mk WORK_HOME=/design/flow/orfs finish
```
**/design/flow/config.mk**
```make
export PLATFORM = sky130hd
export DESIGN_NAME = fsm
export DESIGN_NICKNAME = fsm
export VERILOG_FILES = /design/flow/design.v
export SDC_FILE = /design/flow/constraint.sdc
export NUM_CORES = 4
export LEC_CHECK = 1
export CORE_AREA = 10 10 70 70
export DIE_AREA = 0 0 80 80
```
**/design/flow/constraint.sdc**
```tcl
current_design fsm

set clk_period 1.6
set clk_io_pct 0.2

create_clock -name clk0 -period $clk_period [get_ports {clock}]

set non_clock_inputs [all_inputs -no_clocks]
set_input_delay [expr $clk_period * $clk_io_pct] -clock clk0 $non_clock_inputs
set_output_delay [expr $clk_period * $clk_io_pct] -clock clk0 [all_outputs]
```
**/design/flow/design.v**
```verilog
module fsm(
input clock,
input resetn,
input pkt_valid,
input [1:0]data_in,
input low_pkt_valid,
input parity_done,
input soft_reset_0,soft_reset_1,soft_reset_2,
input fifo_full,
input fifo_empty_0,fifo_empty_1,fifo_empty_2,
input  [3:0]addr,
output busy,
output detect_add,
output ld_state,
output laf_state,
output full_state,
output write_enb_reg,
output rst_int_reg,
output lfd_state);
parameter  decode_address=3'b000;
parameter  load_first_data=3'b001;
parameter  load_data=3'b010;
parameter  fifo_full_state=3'b011;
parameter  load_after_full=3'b100;
parameter  load_parity=3'b101;
parameter  check_parity_error=3'b110;
parameter  wait_till_empty=3'b111;
reg [1:0] state,next_state;
always@(posedge clock or negedge resetn)
      if(!resetn)
	  state<=decode_address;
	  else
	  state<=next_state;
always@(*)
    begin
	next_state=decode_address;
	case(state)
	decode_address: if ((pkt_valid && data_in[1:0]==0 &&fifo_empty_0)||
	                    (pkt_valid && data_in[1:0]==1 &&fifo_empty_1)||
	                    (pkt_valid && data_in[1:0]==2 &&fifo_empty_2))
						next_state=load_first_data;
					  else if	
					        ((pkt_valid &&data_in[1:0]==0&&!fifo_empty_0)||
	                     (pkt_valid &&data_in[1:0]==1&&!fifo_empty_1)||
	                     (pkt_valid &&data_in[1:0]==2&&!fifo_empty_2))
						next_state=wait_till_empty;
					else
                        next_state=decode_address;
    load_first_data: next_state=load_data;
	      load_data:if(!fifo_full&&!pkt_valid)
					    next_state=load_parity;
					else if(fifo_full)
                        next_state=fifo_full_state;
                    else
                        next_state=load_data;
	fifo_full_state: if(!fifo_full)		
                       next_state=load_after_full;
				        else
					   next_state=fifo_full_state;
	load_after_full:if(!parity_done&&low_pkt_valid)
	                   next_state=load_parity;
				   	else if(parity_done)
			       		next_state=decode_address;
	load_parity:  next_state=check_parity_error;
	check_parity_error:if(fifo_full)
                        next_state=fifo_full_state;
                       else if(!fifo_full)						
					    next_state=decode_address;
	wait_till_empty: if((fifo_empty_0 && (addr==0))||
	                    (fifo_empty_1 && (addr==1))||
	                    (fifo_empty_2 && (addr==2)))
					next_state=load_first_data;
					else 
					next_state=wait_till_empty;
	endcase
  end
assign detect_add= (state==decode_address);
assign ld_state=(state==load_data);
assign laf_state=(state==load_after_full);
assign full_state=(state==fifo_full_state);
assign write_enb_reg=(state==load_data)||(state==load_parity)||(state==load_after_full);
assign rst_int_reg=(state==check_parity_error);
assign lfd =(state==load_first_data);
assign busy= (state==load_first_data)||
             (state==fifo_full_state)||
			    (state==load_after_full)||
			    (state==load_parity)||
             (state==check_parity_error)||
             (state==wait_till_empty);
endmodule
```
==> reports/qor.yml <==
final_layout:
  lay_top_count: "sky130_fd_sc_hd__clkdlybuf4s50_1"
  largest_register: "state"
  most-common-layout-cells: "sky130_fd_sc_hd__clkdlybuf4s50_1, sky130_fd_sc_hd__nand2_1, sky130_fd_sc_hd__conb_1, sky130_fd_sc_hd__clkbuf_4, sky130_fd_sc_hd__dfrtp_1"
  largest_register_ffs: 4
  layout-area-overhead-vs-synth_pct: 82.4
  post_route_cells_drive_above_1_share_pct: 23.3
  fillerInstances: 391
  largest_registers: "state: 4 flops"
  instances_no_fill: 89
  fin_util_pct: 13.3
final_timing:
  hold_viol: 0
  timing.final.crit_share_pct: 96.5
  finalSetupViolCount: 0
  slew_violations: 0
  period_needed_ns: 1.54
  timing.clock.skew_ns: 0.00803
  totalNegativeSetupSlack_ns: 0
  achievable-frequency_ghz: 0.648
  rsz0062_at_grt: "false"
global_route:
  grt_pass1_vias: 248
  grt_antenna_before_repair: 0
  grt_use_total_pct: 2.20
  pin_count_of_the_biggest_net_entering_global_routing: 6
  grt_overflow: 0
  global_route_wire_length_before_repair_microns: 1120
floorplanning:
  num_io_pins: 26
  fp.dieH_microns: 80
  die.size.x_microns: 80
  floorplanUtilization_pct: 7.29
  core_region_area_sq_um: 3420
  placement_rows: 21
  dieArea_sq_um: 6400
worst_setup_path:
  end_kind: "primary output"
  critical_path.n_buffers_inverters: 1
  r2r_setup_slack_ns: 0.44
  crit_chain: "clkdlybuf4s50_1"
  timing.critical_path.from: "state[0]$_DFF_PN1_"
  r2r_cells: 4
  worst_path_dominant_cell_family: "flip-flops"
  worst-endpoint-required_ns: 1.28
  slowest_delay_ns: 0.53
  worst_r2r_endpoint: "state[3]$_DFF_PN0_"
  crit-reg2reg-launch: "state[3]$_DFF_PN0_"
  startpoint_type: "register"
  crit_end: "detect_add"
  critical_path_arrival_ns: 1.22
  critical-path-slowest-cell: "sky130_fd_sc_hd__dfstp_2"
  worstSetupPathDepth: 1
  timing_worst_setup_path_type: "register to primary output"
  crit_path_max_fanout: 3
power_and_ir_drop:
  areal_power_density_over_the_cells_nw_per_um2: 599
  ir_drop_mv: 0.126
  static_leak_uw: 0.000207
synthesis:
  syn-cell-area_sq_um: 249
  synth-cells-yosys: 26
  synth.yosys.seq_area_share_pct: 40.7
  yosys.area_share.adder_pct: 0
  synth-warning-count: 3
  simple_gate_share_pct: 12.1
  mux_contribution_to_synthesized_area_pct: 4.02
  synthDistinctLibCells: 18
  synth.logic.top_family: "AND-OR/OR-AND gates"
  ys_area_sq_um: 249
  syn-instance-count: 26
  syn_avg_cell_area_sq_um: 9.58
  synth_xor_xnor_area_share_pct: 0
  ys.flops: 4
  post_synth_ao_oa_area_fraction_pct: 25.1
clock_network:
  cts.reportedPaths.clkPinSlew_ns: 0.04
  htree_levels: 1
  cts.hold.buffers_added: 0
  tritoncts: "done"
  clock_tree.root_cell: "sky130_fd_sc_hd__clkbuf_4"
  clkSinkCount: 4
  cts-buffers-inserted: 3
  maximum_count_of_clock_buffers_along_a_single_path: 2
  source_to_sink_clock_delay_at_the_later_pin_of_the_worst_skew_pair_ns: 0.23
outcome:
  outcome: "finished clean"
placement:
  placement.io_buffers: 13
  dp.final_hpwl_microns: 594
  post_placement_cell_count: 83
  gp_routability_congestion: 0.754
routing:
  antenna_violating_nets_post_route: 0
  detailroute.via_count: 226
  antenna_cells_inserted: 0
  drt-wirelength-per-cell_microns: 8.09
  drtPass1Iterations: 4
  drt-initial-drc-count: 3
  drc: 0
  routed_wl_microns: 720
  number_of_vias_per_cell_after_detailed_routing: 2.54
job:
  drv.max_cap_violation_count: 0
  stage_log_warnings: 34
min_path:
  hold_path_class: "input port to async pin"
==> kinds of logic after synthesis <==
kind of cell	count (synthesis)
mux	1
simple gates	6
flops	4
compound gates	7
other cells	1
buf+inv	7
==> how the worst min path moves through the flow <==
stage	startpoint	end	slack, ns	cells after the start
final	resetn	state[2]$_DFF_PN0_	0.28	1
after global routing	resetn	state[2]$_DFF_PN0_	0.27	1
after CTS	resetn	state[2]$_DFF_PN0_	0.28	1
==> cell type report <==
cell class	instances	area, sq um	area share [%]
clock buffer	4	26.3	5.79
inverter	3	11.3	2.48
multi-input combinational	17	114	25.1
sequential	4	101	22.3
tap	46	57.6	12.7
timing repair buffer	15	144	31.7
==> cell usage after synthesis <==
| library cell | number | area share [%] |
|---|---|---|
| sky130_fd_sc_hd__o21ai_0 | 1 | 2.0 |
| sky130_fd_sc_hd__nand2_1 | 3 | 4.5 |
| sky130_fd_sc_hd__a22o_1 | 1 | 3.5 |
| sky130_fd_sc_hd__buf_4 | 4 | 12 |
| sky130_fd_sc_hd__inv_1 | 2 | 3.0 |
| sky130_fd_sc_hd__nand3_1 | 1 | 2.0 |
| sky130_fd_sc_hd__o21ai_1 | 1 | 2.0 |
| sky130_fd_sc_hd__a31o_2 | 1 | 3.5 |
| sky130_fd_sc_hd__a2bb2oi_1 | 1 | 3.5 |
| sky130_fd_sc_hd__inv_2 | 1 | 1.5 |
| sky130_fd_sc_hd__o41ai_2 | 1 | 6.5 |
| sky130_fd_sc_hd__nand3b_1 | 1 | 3.0 |
| sky130_fd_sc_hd__or2_2 | 1 | 2.5 |
| sky130_fd_sc_hd__a41o_1 | 1 | 4.0 |
| sky130_fd_sc_hd__mux2i_1 | 1 | 4.0 |
| sky130_fd_sc_hd__dfstp_2 | 1 | 11 |
| sky130_fd_sc_hd__conb_1 | 1 | 1.5 |
| sky130_fd_sc_hd__dfrtp_1 | 3 | 30 |
==> routing by layer <==
metal	global-route usage, %	wire length, microns	up-vias
met1	2.86	368	93
li1	-	-	118
met4	0.880	0	0
met5	0	0	-
met2	2.09	199	15
met3	2.39	152	0
==> power by group <==
part           internal [uW]  switching (uW)
Sequential               102               0
Clock                   93.5            40.2
Combinational           22.2            14.2
Total                    218            54.5
==> metrics by stage <==
stage	total power, uW	hold slack [ns]	setup WS, ns	area [sq um]
final	272	0.284	0.0564	454
after global routing	303	0.269	0.00758	454
after CTS	282	0.276	0.0227	447
after detailed placement	139	0.454	0.126	414
after global placement	140	0.458	0.134	414
after floorplan	118	0.0244	0.639	256
==> repair_timing <==
| item | CTS | global route |
|---|---|---|
| hold endpoints to repair | 0 | 0 |
| pin swaps | 0 | 0 |
| resized | 1 | 0 |
| setup buffers | 1 | 1 |
| endpoints found under the setup margin | 1 | 1 |
Power figures rest on the tool's default switching activity, not on a simulated workload.
